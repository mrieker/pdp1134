<file path="./design.v">
module i2cmaster (CLOCK, RESET, CSTEP, wrcmd, command, comand, status, sclo, scli, sdao, sdai, state, count);
    input CLOCK, RESET, CSTEP, wrcmd, scli, sdai;
    output reg sclo, sdao;
    input[63:00] command;
    output reg[63:00] comand;
    output reg[63:00] status;
    output reg[14:00] count;
    output reg[2:0] state;
    wire[9:0] countlo = count[09:00];
    wire[4:0] counthi = count[14:10];
    wire countloend = countlo == 499;
    wire[14:00] countloinc = { count[14:10], count[09:00] + 10'b1 };
    wire[14:00] counthiinc = { count[14:10] + 5'b1, 10'b0 };
    localparam[2:0] IDLE  = 0;
    localparam[2:0] START = 1;
    localparam[2:0] BEGIN = 2;
    localparam[2:0] READ  = 3;
    localparam[2:0] WRITE = 4;
    localparam[2:0] STOP  = 5;
    localparam[2:0] RSTRT = 6;
    always @(posedge CLOCK) begin
        if (RESET) begin
            comand <= 0;
            sclo   <= 1;
            sdao   <= 1;
            state  <= IDLE;
            status <= 0;
        end else if (wrcmd) begin
            if (status[63]) begin
                status[60] <= 1;
            end else begin
                comand <= command;
                count  <= 0;
                sclo   <= 1;
                sdao   <= 1;
                state  <= START;
                status[63:60] <= 4'b1000;    
            end
        end
        else if (CSTEP & (~ sclo | scli)) begin
            case (state)
            START:
                begin
                    if (~ countloend) begin
                        count <= countloinc;
                    end else begin
                        case (counthi)
                        0:
                            begin
                                if (sdai) begin
                                    count <= counthiinc;
                                    sdao  <= 0;              
                                end else begin
                                    state      <= IDLE;
                                    status[61] <= 1'b1;      
                                    status[63] <= 1'b0;      
                                end
                            end
                        1:
                            begin
                                count <= counthiinc;
                                sclo  <= 0;
                            end
                        2:
                            begin
                                state <= BEGIN;
                            end
                        endcase
                    end
                end
            BEGIN:
                begin
                    count <= 0;
                    case (comand[63:62])
                    2'b00:   
                        begin
                            sdao  <= 0;
                            state <= STOP;
                        end
                    2'b01:   
                        begin
                            state <= RSTRT;
                        end
                    2'b10:   
                        begin
                            sdao  <= 1;
                            state <= READ;
                        end
                    2'b11:   
                        begin
                            sdao  <= comand[61];
                            state <= WRITE;
                        end
                    endcase
                    comand <= { comand[61:00], 2'b00 };
                end
            STOP:
                begin
                    if (~ countloend) begin
                        count <= countloinc;
                    end else begin
                        case (counthi)
                        0:
                            begin
                                count <= counthiinc;
                                sclo  <= 1;
                            end
                        1:
                            begin
                                count <= counthiinc;
                                sdao  <= 1;
                            end
                        2:
                            begin
                                state      <= IDLE;      
                                status[61] <= ~ sdai;    
                                status[63] <= 1'b0;      
                            end
                        endcase
                    end
                end
            READ:
                begin
                    if (~ countloend) begin
                        count <= countloinc;
                    end else begin
                        case (counthi)
                        0, 2, 4, 6, 8, 10, 12, 14:
                            begin
                                count <= counthiinc;
                                sclo  <= 1;
                            end
                        1, 3, 5, 7, 9, 11, 13:
                            begin
                                count <= counthiinc;
                                sclo  <= 0;
                                status[55:00] <= { status[54:00], sdai };
                            end
                        15:
                            begin
                                count <= counthiinc;
                                sclo  <= 0;
                                status[55:00] <= { status[54:00], sdai };
                            end
                        16:
                            begin
                                count <= counthiinc;
                                sdao  <= (comand[63:62] != 2'b10);
                            end
                        17:
                            begin
                                count <= counthiinc;
                                sclo  <= 1;
                            end
                        18:
                            begin
                                count <= counthiinc;
                                sclo  <= 0;
                            end
                        19:
                            begin
                                state <= BEGIN;
                            end
                        endcase
                    end
                end
            WRITE:
                begin
                    if (~ countloend) begin
                        count <= countloinc;
                    end else begin
                        case (counthi)
                        0, 3, 6, 9, 12, 15, 18, 21:
                            begin
                                count <= counthiinc;
                                sclo  <= 1;
                            end
                        1, 4, 7, 10, 13, 16, 19, 22:
                            begin
                                count <= counthiinc;
                                sclo  <= 0;
                            end
                        2, 5, 8, 11, 14, 17, 20:
                            begin
                                comand <= { comand[62:00], 1'b0 };
                                count  <= counthiinc;
                                sdao   <= comand[62];
                            end
                        23:
                            begin
                                comand <= { comand[62:00], 1'b0 };
                                count  <= counthiinc;
                                sdao   <= 1;
                            end
                        24:
                            begin
                                count <= counthiinc;
                                sclo  <= 1;
                            end
                        25:
                            begin
                                status[62] <= sdai;          
                                sclo  <= 0;                  
                                count <= counthiinc;
                            end
                        26:
                            begin
                                if (status[62]) begin
                                    count <= 0;              
                                    sdao  <= 0;
                                    state <= STOP;
                                end else begin
                                    state <= BEGIN;          
                                end
                            end
                        endcase
                    end
                end
            RSTRT:
                begin
                    if (~ countloend) begin
                        count <= countloinc;
                    end else begin
                        case (counthi)
                        0:
                            begin
                                count <= counthiinc;
                                sdao  <= 1;
                            end
                        1:
                            begin
                                count <= counthiinc;
                                sclo  <= 1;
                            end
                        2:
                            begin
                                count <= counthiinc;
                                sdao  <= 0;
                            end
                        3:
                            begin
                                count <= counthiinc;
                                sclo  <= 0;
                            end
                        4:
                            begin
                                state <= BEGIN;
                            end
                        endcase
                    end
                end
            endcase
        end
    end
endmodule
</file>
<file path="./run.sh">
#!/bin/bash
# OpenROAD 26Q1-2900-gdf79404cd8, Yosys 0.63+post, stock flow scripts
make -C /OpenROAD-flow-scripts/flow DESIGN_CONFIG=/design/flow/config.mk WORK_HOME=/design/flow/orfs finish
</file>
<file path="./config.mk">
export PLATFORM = sky130hd
export DESIGN_NAME = i2cmaster
export DESIGN_NICKNAME = i2cmaster
export VERILOG_FILES = /design/flow/design.v
export SDC_FILE = /design/flow/constraint.sdc
export NUM_CORES = 4
export LEC_CHECK = 1
export CORE_UTILIZATION = 40
export SYNTH_HDL_FRONTEND = slang
</file>
<file path="./constraint.sdc">
current_design i2cmaster

set clk_period 12.8
set clk_io_pct 0.2

create_clock -name clk0 -period $clk_period [get_ports {CLOCK}]

set non_clock_inputs [all_inputs -no_clocks]
set_input_delay [expr $clk_period * $clk_io_pct] -clock clk0 $non_clock_inputs
set_output_delay [expr $clk_period * $clk_io_pct] -clock clk0 [all_outputs]
</file>
==> results.cfg <==
; synthesis and place-and-route metrics
[timing]
setup_viol = 0
slew_headroom_pct = 42.3
finClkSkew_ns = 0.0119
maxSlewViolCount = 0
min_period_over_period_pct = 40.3
setup-tns-final_ns = 0
worst_pin_slew_ns = 0.853
max_freq_ghz = 0.194
hold_viol_final = 0
fin_crit_ns = 5.16
rsz0062_at_grt = no

[synth]
ys_cells = 947
ys_warn_count = 0
synth.largest_area_cell = dfxtp_1
async_reset_ff_share_pct = 0
syn_inst = 947
numSynthFlops = 144
synth_area_um2 = 7720
synth_cell_type_count = 63
top_cell_area_share_pct = 33.5
synth_area_per_cell_um2 = 8.15
topCellsByArea = dfxtp_1, mux2i_1, nand2_1
ys_area_um2 = 7720
synth-edff-count = 15
ys_seq_share_pct = 39.3
ff_type = dfxtp_1

[floorplan]
dieArea_um2 = 19900
fp.dieH_um = 141
io_pins = 218
die_w_um = 141
core_area_um2 = 18800
row_count = 50
core_util_floorplan_pct = 41.0

[power_and_ir_drop]
powerDensity_nw_per_um2 = 105
p_sw_share_pct = 24.8
power_frac_seq_pct = 43.5
peakVddDrop_v = 0.0000884
power.internal_uw = 827
pwr-share-clk_pct = 46.2
pwr-share-comb_pct = 10.3
p_leak_nw = 3.54
power.switching_uw = 273

[detailed_routing]
route.detailed.drc = 0
drt_iter0_markers = 450
wl_mm = 21.4
ant_nets = 0
vias = 7024
firstDrtPassIters = 5
vias_per_cell = 5.06
antenna-diode-count = 0
routedWlPerCell_um = 15.4

[setup_path]
cp.required_ns = 13.07
arrival_ns = 5.44
path_class = input pin to flip-flop
crit_fanout = 52
critPathLaunchType = input pin
end_kind = flip-flop

[clocking]
post-cts-setup-buffers = 0
clk_latency_ns = 0.42
cts_resized = 0
clkSinkCount = 144
path_clk_slew_ns = 0.06
cts_tree = built
htreeDepth = 4
cts_inserted_buffers = 17
clockRootBuffer = clkbuf_16
cts_buffer_depth = 2
cts_hold_buf = 0

[grt]
overflow = 0
grt_pass1_wl_mm = 34.8
grt_usage_pct = 22.3
grt_antenna_before_repair = 0
grt_max_degree = 69
grt_pass1_vias = 6569

[final_layout]
syn_to_final_growth_pct = 36.4
stdcell_area_um2 = 10500
final_layout_size_suffix_gt1_share_pct = 5.67

[placement]
port_buffers = 213
gp_congestion = 0.920
dpl-instance-area_um2 = 9920
dpl.hpwl_mm = 14.2

[worst_hold_path]
hp-class = flip-flop to flip-flop

[flow_run]
warnings = 31
drv_cap = 0

[run_status]
status = complete, no violations
[final cells by class]
cell class                      instances  area, µm²
Inverter                               11       41.3
Multi-Input combinational cell        715       4290
Clock buffer                           18        439
Fill cell                            1719       8300
Timing Repair Buffer                  227       2230
Tap cell                              260        325
Sequential cell                       144       3030
Clock inverter                         14        165
[per-stage QoR]
stage	util (%)	setup slack, ns	cells	power (mW)	hold WS (ns)
2_1_floorplan	-	8.02	950	0.548	0.417
3_3_place_gp	52.7	7.26	1357	0.603	0.443
3_5_place_dp	52.7	7.21	1357	0.603	0.452
4_1_cts	55.9	7.63	1389	1.11	0.462
5_1_grt	55.9	7.40	1389	1.15	0.486
6_report	55.9	7.64	1389	1.10	0.456
[cell families (layout without fill, tap and decap cells)]
group                      Yosys count  after routing  synth area share (%)
AOI/OAI and AO/OA                  184            184                  13.6
xor gates and xnor gates            12             12                  1.36
adders and majority gates           10             10                  1.62
buffers and inverters               91            270                  5.54
DFF                                144            144                  39.3
muxes                              133            133                  17.3
other                                1              4                0.0486
and+or+nand+nor                    372            372                  21.3
[Yosys cell counts, drive strengths merged, types with 3 or more instances]
master  number
nand2      188
mux2i      131
dfxtp      129
nor2       107
a21oi       74
o21ai       73
clkbuf      44
buf         36
edfxtp      15
nand3       14
inv         11
ha          10
nand2b      10
nor3        10
a211oi       6
nand4        6
nor2b        6
xnor2        6
xor2         6
nor4b        4
or3          4
and3         3
nand3b       3
nor4         3
o21a         3
o31ai        3
[worst max-delay path, stage by stage]
cell	delay (ns)
buf_4	0.33
buf_4	0.50
nor4b_2	0.17
o21a_1	0.20
a311oi_4	0.21
buf_4	0.52
buf_4	0.57
mux2i_1	0.24
nor2_1	0.05
[metal layers]
metal / wire, µm / track usage (%)
met1: 10100 / 34.1
met2: 9670 / 33.8
met3: 1420 / 5.57
met4: 248 / 2.57
met5: 0 / 0
[sequential cells by signal (all words and copies together), names as in the netlist]
signal  flops
status     60
sdao        1
state       3
comand     64
sclo        1
count      15
[power by group through the flow]
stage     combinational, mW  clock [mW]  sequential, mW
6_report              0.114       0.508           0.479
5_1_grt               0.126       0.540           0.481
4_1_cts               0.115       0.519           0.479
[final timing paths]
check / start / end / slack (ns) / cells after the start
worst max-delay path: wrcmd / comand[6] / 7.64 / 9
worst min-delay path: status[55] / status[55] / 0.46 / 2
worst max register to register: count[10] / comand[6] / 9.04 / 10
worst min register to register: status[55] / status[55] / 0.46 / 2
[layout by cell type, fill, tap and decap left out, types with 6 or more instances in the layout]
master	Yosys	final
clkdlybuf4s50_1	0	211
nand2_1	188	188
mux2i_1	131	131
dfxtp_1	129	129
nor2_1	107	106
a21oi_1	74	74
o21ai_0	73	73
clkbuf_16	0	17
buf_4	6	16
edfxtp_1	15	15
nand3_1	14	14
inv_1	11	11
nand2b_1	10	10
ha_1	10	10
nor3_1	8	8
inv_6	0	8
nor2b_1	6	6
xnor2_1	6	6
xor2_1	6	6
a211oi_1	6	6
Power and IR drop assume default switching activity.
